==> design/flow/design.v <==
package constants_pkg;
typedef enum logic [1:0] {
    ADD = 2'b00,
    SUB = 2'b01,
    AND = 2'b10,
    OR =  2'b11
} aluSel_e  ;
endpackage
parameter logic [31:0] ZERO = 32'd0;
parameter logic [31:0] INSN_NOP = 32'h00000013;
parameter logic [31:0] IMEM_BASE_ADDR = 32'h01000000;
parameter logic [31:0] STACK_POINTER_INIT = 32'h01100000;  
parameter logic [6:0] OPCODE_OP = 7'b0110011;       
parameter logic [6:0] OPCODE_OP_IMM = 7'b0010011;  
parameter logic [6:0] OPCODE_LOAD = 7'b0000011;    
parameter logic [6:0] OPCODE_STORE = 7'b0100011;   
parameter logic [6:0] OPCODE_BRANCH = 7'b1100011;  
parameter logic [6:0] OPCODE_JALR = 7'b1100111;    
parameter logic [6:0] OPCODE_JAL = 7'b1101111;     
parameter logic [6:0] OPCODE_LUI = 7'b0110111;     
parameter logic [6:0] OPCODE_AUIPC = 7'b0010111;   
parameter logic [6:0] OPCODE_SYSTEM = 7'b1110011;  
parameter logic [6:0] OPCODE_MISC_MEM = 7'b0001111;  
parameter logic [2:0] FUNCT3_ADD_SUB = 3'b000;  
parameter logic [2:0] FUNCT3_SLL = 3'b001;  
parameter logic [2:0] FUNCT3_SLT = 3'b010;  
parameter logic [2:0] FUNCT3_SLTU = 3'b011;  
parameter logic [2:0] FUNCT3_XOR = 3'b100;  
parameter logic [2:0] FUNCT3_SR = 3'b101;  
parameter logic [2:0] FUNCT3_OR = 3'b110;  
parameter logic [2:0] FUNCT3_AND = 3'b111;  
parameter logic [3:0] ALU_OP_ADD = 4'd0;
parameter logic [3:0] ALU_OP_SUB = 4'd1;
parameter logic [3:0] ALU_OP_SLL = 4'd2;
parameter logic [3:0] ALU_OP_SLT = 4'd3;
parameter logic [3:0] ALU_OP_SLTU = 4'd4;
parameter logic [3:0] ALU_OP_XOR = 4'd5;
parameter logic [3:0] ALU_OP_SRL = 4'd6;
parameter logic [3:0] ALU_OP_SRA = 4'd7;
parameter logic [3:0] ALU_OP_OR = 4'd8;
parameter logic [3:0] ALU_OP_AND = 4'd9;
parameter logic [3:0] ALU_OP_COPY_B = 4'd10;  
parameter logic [1:0] WBSEL_ALU = 2'd0;  
parameter logic [1:0] WBSEL_MEM = 2'd1;  
parameter logic [1:0] WBSEL_PC4 = 2'd2;  
parameter logic [1:0] WBSEL_IMM = 2'd3;  
parameter logic [6:0] FUNCT7_DEFAULT = 7'b0000000;  
parameter logic [6:0] FUNCT7_SUB_SRA = 7'b0100000;  
 module register_file #(
     parameter int DWIDTH=32
 )(
     input logic clk,
     input logic rst,
     input logic [4:0] rs1_i,
     input logic [4:0] rs2_i,
     input logic [4:0] rd_i,
     input logic [DWIDTH-1:0] datawb_i,
     input logic regwren_i,
     output logic [DWIDTH-1:0] rs1data_o,
     output logic [DWIDTH-1:0] rs2data_o
 );
    logic [DWIDTH-1:0] registers [0:31];
        assign rs1data_o = (rs1_i == 5'd0) ? ZERO : registers[rs1_i];
        assign rs2data_o = (rs2_i == 5'd0) ? ZERO : registers[rs2_i];
    always_ff @(posedge clk) begin
        if (rst) begin
            for (int i = 0; i < 32; i++) begin
                registers[i] <= ZERO;
            end
            registers[5'd2] <= STACK_POINTER_INIT;  
        end else begin
            registers[5'd0] <= ZERO;  
	if (regwren_i && (rd_i != 5'd0)) begin
                registers[rd_i] <= datawb_i;
            end
        end
    end
endmodule : register_file
==> design/flow/run.sh <==
#!/bin/bash
# OpenROAD 26Q1-2900-gdf79404cd8, Yosys 0.63+post, stock flow scripts
make -C /OpenROAD-flow-scripts/flow DESIGN_CONFIG=/design/flow/config.mk WORK_HOME=/design/flow/orfs finish
==> design/flow/config.mk <==
export PLATFORM = sky130hd
export DESIGN_NAME = register_file
export DESIGN_NICKNAME = register_file
export VERILOG_FILES = /design/flow/design.v
export SDC_FILE = /design/flow/constraint.sdc
export NUM_CORES = 4
export LEC_CHECK = 1
export CORE_UTILIZATION = 40
==> design/flow/constraint.sdc <==
current_design register_file

set clk_period 16.8
set clk_io_pct 0.2

create_clock -name clk0 -period $clk_period [get_ports {clk}]

set non_clock_inputs [all_inputs -no_clocks]
set_input_delay [expr $clk_period * $clk_io_pct] -clock clk0 $non_clock_inputs
set_output_delay [expr $clk_period * $clk_io_pct] -clock clk0 [all_outputs]
==> Slide: Implementation Results <==
Implementation Results

Status
  – Outcome: finished clean

Timing
  – Min Hold Slack: 3600 ps
  – Worst slew margin: 16.1%
  – Worst setup margin: roughly 5400 ps
  – Final setup violation count: 0
  – Final Max Tran Viols: 0
  – Worst-margin pin slew: around 1200 ps
  – Max Freq: 0.0876 GHz
  – Setup TNS: 0 ps
  – Part of the cycle the worst path needs: between 60% and 70%
  – Final critical-path required period: 11410 ps
  – Hold Violations, Final: 0
  – RSZ-0062 raised after global routing: false

Logic synthesis
  – FFs w/ async S/R, synth: 0%
  – Post-Syn Area: 53900 um2
  – Biggest area cells: edfxtp_1 55%, mux4_2 20%, and2_1 12%, mux2i_1 2.7%, clkbuf_1 1.9%
  – Cells after Synth: between 3000 and 4000
  – Max-area cell share: a little under three fifths
  – Ys flop type: edfxtp_1
  – Netlist cell types: 41
  – Mapped Avg Cell Area: 15.4 um2
  – # Cells Yosys: 3490
  – Yosys stat area: 53900 um2
  – Post-synth EDFFs: 992
  – Seq/Total Area, Yosys: 56.5%
  – Number of synthesis warnings: 1
  – Cell taking the most area after synthesis: edfxtp_1
  – Flops & latches, synth: 1024

Detailed routing
  – DRT iter0 DRCs: between 2000 and 2500
  – Routed WL: 180000 um
  – DRT antenna net count: 0
  – DRT Pass-1 Iters: 5
  – DR WL/cell: approximately 33 um
  – Residual DRC: 0
  – Routed via count: 32600
  – Routed vias/inst: 6.04

Floorplan
  – Die H: 369 um
  – Core area: 133000 um2
  – # IOs: 114
  – Core Rows: 134
  – Die Width: 369 um
  – FP Util: 40.4%
  – Die ar.: 136000 um2

Finish
  – Top reg by flops: registers
  – Share of layout cells above drive strength 1: 25.3%
  – Util after Layout: 45.3%
  – Final Instance Area: 60500 um2
  – Largest registers: registers: 1024 flops
  – Max reg flops: 1024
  – Most frequent cells in the layout: 992 x and2_1, 992 x edfxtp_1, 476 x mux4_2, 179 x buf_4, 146 x mux2i_1
  – Area Growth Syn to Fin: 12.3%

Clock network
  – TritonCTS Sinks: 1024
  – CTS tree: built
  – # H-tree levels: 3
  – CTS clock-pin slew for the worst setup and hold paths: 60 ps
  – Total CTS buffers: 107
  – Number of hold buffers added after CTS: 0
  – CTS-repair resized insts: 0
  – Postcts setup bufs: 0
  – Root Buffer: clkbuf_16
  – Max Buffers Root-to-Sink: 3

Worst setup path
  – Crit end category: output pin
  – Kind of critical path: primary input to output pin
  – Worst Path Required: 13440 ps
  – Startpoint types: primary input
  – Worst EP arrival: 8050 ps
  – CP Max Fanout: 43

GRT
  – All-Layer GR Usage: 29.1%
  – First-pass GRT wire length: 255000 um
  – Initial antenna violation count: 7
  – Largest net degree at the start of global routing: 68
  – Vias in the first global route: 35500
  – GR Overflow Total: 0

Hold path
  – Worst hold stages: 3
  – HP Start: datawb_i[14]
  – Hold EP: registers[26][14]
  – Hold crit path type: primary input to flop

Placed design
  – Area after DPL: approximately 57000 um2
  – Routability cong.: 0.929
  – Pre-CTS WS: 5230 ps
  – Placed wire-length estimate: 105000 um
  – IO buf count: 113

Run
  – Max_cap viols: 0
  – Number of logged tool warnings: 26

Pwr
  – Static Leak: 20.6 nW
  – Power density over the cells: about 100 nW/um2
  – Max VDD drop: 0.0000828 V
-- routing by layer --
metal  track usage [%]  wire, um  up-vias
li1                  -         -    13600
met1              34.5     58600    16000
met2              40.4     79900     2527
met3              23.6     33000      412
met4              9.54      7860       15
met5              1.75       266        -
-- worst max path at each step --
stage | from | endpoint | slack [ps] | cells past startpoint
4_1_cts | rs2_i[0] | rs2data_o[4] | 5230 | 10
5_1_grt | rs2_i[0] | rs2data_o[4] | 5100 | 10
6_report | rs2_i[0] | rs2data_o[4] | 5390 | 10
-- area by class of cell --
cell class              instances  area [um2]
fillers                     11400       73000
flip-flops and latches       1024       30400
multi-input cells            2113       22000
clock buffers                 136        2830
repair buffers                294        2520
well taps                    1768        2210
clock inverters                65         505
inverters                       2        7.51
diodes                          1        2.50
-- worst max-delay path, cell delays in order --
cell and delay [ps]:
buf_8 390, buf_4 670, buf_4 650, buf_4 620, mux4_2 580, a22o_1 250
a2111oi_2 680, buf_4 220, nor3_1 80, clkdlybuf4s50_1 450
-- cell families after synthesis --
kind of cell,Yosys count,share of synthesized area [%]
AOI/OAI and AO/OA,253,3.53
buffers and inverters,384,3.34
DFF,1024,56.5
muxes,656,23.3
other,1,0.00696
and+or+nand+nor,1172,13.3
-- synth_stat cells (all sizes together) (5+ instances only) --
master and n:
nand3b 5, mux4 476, dfxtp 32, and2 993, a22o 48, o221ai 5, or2 33, nor2b 15
edfxtp 992, nor3 54, buf 115, a22oi 12, a221oi 8, mux2i 146, nand2b 7, a21oi 8
nand2 9, clkbuf 267, nor2 36, mux2 34, o22ai 103, a211oi 7, a2111oi 56
-- power breakdown --
group	internal (mW)	leakage (nW)	switching, mW
Combinational	0.336	9.29	0.414
Sequential	2.94	9.71	0.0692
Clock	1.29	1.63	1.01
-- per-stage QoR --
stage | power [mW] | cells
2_1_floorplan | 3.47 | 3521
3_3_place_gp | 3.80 | 5200
3_5_place_dp | 3.80 | 5201
4_1_cts | 6.09 | 5402
5_1_grt | 6.23 | 5402
6_report | 6.06 | 5403
Power and IR drop assume default switching activity.
