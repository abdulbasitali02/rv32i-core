### design/flow/run.sh
#!/bin/bash
# OpenROAD 26Q1-2900-gdf79404cd8, Yosys 0.63+post, stock flow scripts
make -C /OpenROAD-flow-scripts/flow DESIGN_CONFIG=/design/flow/config.mk WORK_HOME=/design/flow/orfs finish
### design/flow/config.mk
export PLATFORM = sky130hd
export DESIGN_NAME = writeback
export DESIGN_NICKNAME = writeback
export VERILOG_FILES = /design/flow/design.v
export SDC_FILE = /design/flow/constraint.sdc
export NUM_CORES = 4
export LEC_CHECK = 1
export CORE_AREA = 10 10 126 126
export DIE_AREA = 0 0 136 136
### design/flow/constraint.sdc
current_design writeback

set clk_period 10.8
set clk_io_pct 0.2

create_clock -name clk0 -period $clk_period

set non_clock_inputs [all_inputs -no_clocks]
set_input_delay [expr $clk_period * $clk_io_pct] -clock clk0 $non_clock_inputs
set_output_delay [expr $clk_period * $clk_io_pct] -clock clk0 [all_outputs]
### design/flow/design.v
package constants_pkg;
typedef enum logic [1:0] {
    ADD = 2'b00,
    SUB = 2'b01,
    AND = 2'b10,
    OR =  2'b11
} aluSel_e  ;
endpackage
parameter logic [31:0] ZERO = 32'd0;
parameter logic [31:0] INSN_NOP        = 32'h00000013;
parameter logic [31:0] IMEM_BASE_ADDR  = 32'h01000000;
parameter logic [31:0] STACK_POINTER_INIT = 32'h0110_0000;
parameter logic [6:0] OPCODE_OP        = 7'b0110011;       
parameter logic [6:0] OPCODE_OP_IMM    = 7'b0010011;       
parameter logic [6:0] OPCODE_LOAD      = 7'b0000011;       
parameter logic [6:0] OPCODE_STORE     = 7'b0100011;       
parameter logic [6:0] OPCODE_BRANCH    = 7'b1100011;       
parameter logic [6:0] OPCODE_JALR      = 7'b1100111;       
parameter logic [6:0] OPCODE_JAL       = 7'b1101111;       
parameter logic [6:0] OPCODE_LUI       = 7'b0110111;       
parameter logic [6:0] OPCODE_AUIPC     = 7'b0010111;       
parameter logic [6:0] OPCODE_SYSTEM    = 7'b1110011;       
parameter logic [6:0] OPCODE_MISC_MEM  = 7'b0001111;       
parameter logic [2:0] FUNCT3_ADD_SUB   = 3'b000;           
parameter logic [2:0] FUNCT3_SLL       = 3'b001;           
parameter logic [2:0] FUNCT3_SLT       = 3'b010;           
parameter logic [2:0] FUNCT3_SLTU      = 3'b011;           
parameter logic [2:0] FUNCT3_XOR       = 3'b100;           
parameter logic [2:0] FUNCT3_SR        = 3'b101;           
parameter logic [2:0] FUNCT3_OR        = 3'b110;           
parameter logic [2:0] FUNCT3_AND       = 3'b111;           
parameter logic [3:0] ALU_OP_ADD       = 4'd0;
parameter logic [3:0] ALU_OP_SUB       = 4'd1;
parameter logic [3:0] ALU_OP_SLL       = 4'd2;
parameter logic [3:0] ALU_OP_SLT       = 4'd3;
parameter logic [3:0] ALU_OP_SLTU      = 4'd4;
parameter logic [3:0] ALU_OP_XOR       = 4'd5;
parameter logic [3:0] ALU_OP_SRL       = 4'd6;
parameter logic [3:0] ALU_OP_SRA       = 4'd7;
parameter logic [3:0] ALU_OP_OR        = 4'd8;
parameter logic [3:0] ALU_OP_AND       = 4'd9;
parameter logic [3:0] ALU_OP_COPY_B    = 4'd10;            
parameter logic [1:0] WBSEL_ALU        = 2'd0;             
parameter logic [1:0] WBSEL_MEM        = 2'd1;             
parameter logic [1:0] WBSEL_PC4        = 2'd2;             
parameter logic [1:0] WBSEL_IMM        = 2'd3;             
parameter logic [6:0] FUNCT7_DEFAULT   = 7'b0000000;       
parameter logic [6:0] FUNCT7_SUB_SRA   = 7'b0100000;       
 module writeback #(
     parameter int DWIDTH=32,
     parameter int AWIDTH=32
 )(
     input logic [AWIDTH-1:0] pc_i,
     input logic [DWIDTH-1:0] alu_res_i,
     input logic [DWIDTH-1:0] memory_data_i,
     input logic [DWIDTH-1:0] imm_i,
     input logic [1:0] wbsel_i,
     input logic brtaken_i,
     output logic [DWIDTH-1:0] writeback_data_o,
     output logic [AWIDTH-1:0] next_pc_o
 );
     logic [AWIDTH-1:0] pc_plus4;
     logic [AWIDTH-1:0] next_pc;
     assign pc_plus4 = pc_i + AWIDTH'(32'd4);
     always_comb begin
        unique case (wbsel_i)
            WBSEL_ALU: writeback_data_o = alu_res_i;
            WBSEL_MEM: writeback_data_o = memory_data_i;
            WBSEL_PC4: writeback_data_o = DWIDTH'(pc_plus4);
            WBSEL_IMM: writeback_data_o = imm_i;
            default: writeback_data_o = alu_res_i;
        endcase
    end
    always_comb begin
        next_pc = pc_plus4;
        if (brtaken_i) begin
            next_pc = AWIDTH'(alu_res_i);
        end
    end
    assign next_pc_o = next_pc;
endmodule : writeback
==> flow_summary.json <==
{
  "route.detailed.drc": 0,
  "max_slew_headroom_pct": 61.3,
  "clockBufferCount": 0,
  "cp.arrival_ps": 4810,
  "cap_viol_max_count": 0,
  "grtUsageMet3_pct": 3.67,
  "routedWlPerCell_um": 18.0,
  "numSequentialCells": 0,
  "mi_logic_area_mm2": 0.00167,
  "post-route-period-util_pct": 64.5,
  "holdCritStartpoint": "alu_res_i[12]",
  "layout_top_cells": "192 x clkdlybuf4s50_1, 27 x mux4_2, 26 x mux2_2, 17 x nand3_1, 17 x xnor2_1",
  "place.detailed.hpwl_um": 8680,
  "yosys-stat-cells": 185,
  "post_layout_worst_setup_margin_ps": 3830,
  "grt-ovfl-total": 0,
  "nFillCells": 1370,
  "seqCellArea_um2": 0,
  "slew_violations": 0,
  "worst_slew_pin_slew_ps": 581,
  "cts.repair.resized": 0,
  "final-hold-violation-count": 0,
  "dpl-instance-area_mm2": 0.00388,
  "antenna_found_initial": 1,
  "grt-busiest-layer": "met2",
  "synth.yosys.warnings": 1,
  "timing.critical_path.cells": "clkdlybuf4s50_1 > ha_1 > nand3_1 > nor4_1 > nand3_1 > xnor2_1 > mux4_2 > clkdlybuf4s50_1",
  "globalRouteTotalUtil_pct": 9.97,
  "grt_pass1_wl_um": 14400,
  "synth_area_per_cell_um2": 9.60,
  "power.static_leakage_nw": 1.33,
  "first_pass_iters": 4,
  "post-route-cell-area_mm2": 0.00388,
  "finalSetupViolCount": 0,
  "minimum_setup_slack_after_placement_ps": 3730,
  "ys_chip_area_mm2": 0.00178,
  "ios": 195,
  "synthDominantAreaCellType": "mux4_2",
  "launch_point_of_the_critical_path": "pc_i[2]",
  "die_area_mm2": 0.0185,
  "fin_crit_ps": 6970,
  "tool_warnings": 32,
  "critical-path-top-delay-family": "buffers and inverters",
  "achievable-frequency_ghz": 0.143,
  "area_of_the_mapped_netlist_mm2": 0.00178,
  "synth-seq-area-share_pct": 0,
  "dr.first_iter.drc_count": 62,
  "min-delay-path-class": "in2out",
  "layout.cells.non_filler": 544,
  "core.rowCount": 42,
  "synthDominantCellAreaShare_pct": 34.2,
  "finalWirelength_um": 9810,
  "power-per-cell-area_mw_per_mm2": 38.0,
  "grt_start_max_net_pins": 36,
  "core_area_mm2": 0.0132,
  "portBuffers": 195,
  "fp.dieW_um": 136,
  "area.growth.synth_to_final_pct": 118,
  "fp_util_pct": 13.5,
  "worst-path-max-fanout": 4,
  "worst_ep_required_time_ps": 8640,
  "place_inst": 544,
  "number_of_global_route_vias_before_repair": 2431,
  "route.vias.total": 2250,
  "post_cts.repair.setup_buffers": 0,
  "gp_congestion": 0.881,
  "met1_layer_usage_reported_by_global_route_pct": 12.8,
  "critical_path.slowest_cell": "clkdlybuf4s50_1",
  "vias_per_cell": 4.14,
  "total_of_hold_buffers_inserted_after_clock_tree_synthesis": 0,
  "post_route_cells_drive_above_1_share_pct": 17.7,
  "fin_setup_tns_ps": 0,
  "final_antenna_net_count": 0,
  "layout.cells.most_common": "clkdlybuf4s50_1",
  "synth.area.top_cells": "mux4_2 34%, mux2_2 16%, xnor2_1 8.4%",
  "rsz0062_at_grt": "false",
  "run_status": "completed",
  "path_class": "in2out",
  "grt.met2_usage_pct": 16.8,
  "worst_setup_path_start_kind": "input port",
  "vdd.ir_drop.worst_mv": 0.0116,
  "yosys.cell_types.count": 36,
  "combined_buffer_and_inverter_count_along_the_critical_path": 2,
  "die_height_um": 136,
  "synthCells": 185,
  "n_antenna_cell": 0,
  "crit_path_max_incr_delay_ps": 510,
  "critPathCaptureType": "primary output"
}
==> cell usage after synthesis (3+ instances only) <==
master / number
a222oi_1: 3
and2_1: 4
and3_1: 4
buf_1: 6
buf_2: 3
clkbuf_1: 3
inv_1: 7
mux2_2: 26
mux2i_1: 6
mux4_2: 27
nand2_1: 7
nand3_1: 17
nand4_1: 6
nor2_1: 4
nor3_1: 4
nor4_1: 4
o21ai_0: 6
xnor2_1: 17
xor2_1: 11
==> worst paths after layout <==
path / endpoint / slack (ps) / depth (start not counted)
setup / recovery: writeback_data_o[18] / 3830 / 8
hold / removal: next_pc_o[12] / 5260 / 4
==> where the power goes <==
part | switching, mW | total [mW] | internal (mW)
clock network | 0 | 0 | 0
logic | 0.0399 | 0.147 | 0.107
registers | 0 | 0 | 0
total | 0.0399 | 0.147 | 0.107
==> layout make-up <==
type	count	share of cell area (%)
Inverter	7	0.677
Tap cell	176	5.68
Multi-Input combinational cell	163	43.1
Timing Repair Buffer	198	50.5
==> metal layers <==
metal	vias to the layer above	routed length, um
met5	-	0
met4	0	0
met3	0	1090
met2	104	4650
met1	1039	4070
li1	1107	-
==> metrics by stage <==
stage | util (%) | hold slack [ps] | total power, mW
after global routing | 29.4 | 5300 | 0.159
after global placement | 29.4 | 5270 | 0.149
after detailed placement | 29.4 | 5260 | 0.150
after CTS | 29.4 | 5270 | 0.150
final | 29.4 | 5260 | 0.147
after floorplan | - | 4350 | 0.0440
==> logic make-up (layout without fill, tap and decap cells) <==
| group | count (synthesis) | in the layout | share of synthesized area (%) |
|---|---|---|---|
| multiplexers | 59 | 59 | 54.1 |
| AND/OR/NAND/NOR | 60 | 60 | 19.9 |
| buffers and inverters | 22 | 205 | 5.78 |
| adder cells (fa/ha/maj) | 1 | 1 | 0.705 |
| XOR/XNOR | 28 | 28 | 13.8 |
| AND-OR/OR-AND | 15 | 15 | 5.64 |
No activity file was given, so power comes from the tool's default toggle rates.
