===== design/flow/design.v =====
package constants_pkg;
typedef enum logic [1:0] {
    ADD = 2'b00,
    SUB = 2'b01,
    AND = 2'b10,
    OR =  2'b11
} aluSel_e  ;
endpackage
parameter logic [31:0] ZERO = 32'd0;
parameter logic [31:0] INSN_NOP = 32'h00000013; 
parameter logic [31:0] IMEM_BASE_ADDR = 32'h01000000;
parameter logic [6:0] OPCODE_OP = 7'b0110011;       
parameter logic [6:0] OPCODE_OP_IMM = 7'b0010011;  
parameter logic [6:0] OPCODE_LOAD = 7'b0000011;    
parameter logic [6:0] OPCODE_STORE = 7'b0100011;   
parameter logic [6:0] OPCODE_BRANCH = 7'b1100011;  
parameter logic [6:0] OPCODE_JALR = 7'b1100111;    
parameter logic [6:0] OPCODE_JAL = 7'b1101111;     
parameter logic [6:0] OPCODE_LUI = 7'b0110111;     
parameter logic [6:0] OPCODE_AUIPC = 7'b0010111;   
parameter logic [6:0] OPCODE_SYSTEM = 7'b1110011;  
parameter logic [6:0] OPCODE_MISC_MEM = 7'b0001111;  
parameter logic [2:0] FUNCT3_ADD_SUB = 3'b000;  
parameter logic [2:0] FUNCT3_SLL = 3'b001;  
parameter logic [2:0] FUNCT3_SLT = 3'b010;  
parameter logic [2:0] FUNCT3_SLTU = 3'b011;  
parameter logic [2:0] FUNCT3_XOR = 3'b100;  
parameter logic [2:0] FUNCT3_SR = 3'b101;  
parameter logic [2:0] FUNCT3_OR = 3'b110;  
parameter logic [2:0] FUNCT3_AND = 3'b111;  
parameter logic [3:0] ALU_OP_ADD = 4'd0;
parameter logic [3:0] ALU_OP_SUB = 4'd1;
parameter logic [3:0] ALU_OP_SLL = 4'd2;
parameter logic [3:0] ALU_OP_SLT = 4'd3;
parameter logic [3:0] ALU_OP_SLTU = 4'd4;
parameter logic [3:0] ALU_OP_XOR = 4'd5;
parameter logic [3:0] ALU_OP_SRL = 4'd6;
parameter logic [3:0] ALU_OP_SRA = 4'd7;
parameter logic [3:0] ALU_OP_OR = 4'd8;
parameter logic [3:0] ALU_OP_AND = 4'd9;
parameter logic [3:0] ALU_OP_COPY_B = 4'd10;  
parameter logic [1:0] WBSEL_ALU = 2'd0;  
parameter logic [1:0] WBSEL_MEM = 2'd1;  
parameter logic [1:0] WBSEL_PC4 = 2'd2;  
parameter logic [1:0] WBSEL_IMM = 2'd3;  
parameter logic [6:0] FUNCT7_DEFAULT = 7'b0000000;  
parameter logic [6:0] FUNCT7_SUB_SRA = 7'b0100000;  
module decode #(
    parameter int DWIDTH=32,
    parameter int AWIDTH=32
)(
	input logic clk,
	input logic rst,
	input logic [DWIDTH - 1:0] insn_i,
	input logic [DWIDTH - 1:0] pc_i,
    output logic [AWIDTH-1:0] pc_o,
    output logic [DWIDTH-1:0] insn_o,
    output logic [6:0] opcode_o,
    output logic [4:0] rd_o,
    output logic [4:0] rs1_o,
    output logic [4:0] rs2_o,
    output logic [6:0] funct7_o,
    output logic [2:0] funct3_o,
    output logic [4:0] shamt_o,
    output logic [DWIDTH-1:0] imm_o
);	
    logic [DWIDTH-1:0] pc_q;
    logic [DWIDTH-1:0] insn_q;
    logic [DWIDTH-1:0] imm_q;
    always_ff @(posedge clk) begin
        if (rst) begin
            pc_q <= ZERO;
            insn_q <= INSN_NOP;  
        end else begin
            pc_q <= pc_i;
            insn_q <= insn_i;
        end
    end
    assign opcode_o = insn_q[6:0];
    assign rd_o = insn_q[11:7];
    assign funct3_o = insn_q[14:12];
    assign rs1_o = insn_q[19:15];
    assign rs2_o = insn_q[24:20];
    assign shamt_o = insn_q[24:20];
    assign funct7_o = insn_q[31:25];
    igen #(
        .DWIDTH(DWIDTH)
    ) u_igen (
        .insn_i(insn_q),
        .imm_o(imm_q),
        .opcode_i(opcode_o)
    );
    assign pc_o = pc_q;
    assign insn_o = insn_q;
    assign imm_o = imm_q;
endmodule : decode
module igen #(
    parameter int DWIDTH=32
    )(
    input logic [6:0] opcode_i,
    input logic [DWIDTH-1:0] insn_i,
    output logic [31:0] imm_o
);
     logic [DWIDTH-1:0] imm_val;
     always_comb begin
        imm_val = '0;
        unique case (opcode_i)
            OPCODE_LUI,
            OPCODE_AUIPC: begin
                imm_val = {insn_i[31:12], 12'b0};
            end
            OPCODE_JAL: begin
                imm_val = {{11{insn_i[31]}}, insn_i[31], insn_i[19:12], insn_i[20], insn_i[30:21], 1'b0};
            end
            OPCODE_JALR,
            OPCODE_LOAD,
            OPCODE_OP_IMM,
            OPCODE_SYSTEM: begin
                imm_val = {{20{insn_i[31]}}, insn_i[31:20]};
            end
            OPCODE_STORE: begin
                imm_val = {{20{insn_i[31]}}, insn_i[31:25], insn_i[11:7]};
            end
            OPCODE_BRANCH: begin
                imm_val = {{19{insn_i[31]}}, insn_i[31], insn_i[7], insn_i[30:25], insn_i[11:8], 1'b0};
            end
            default: begin
                imm_val = '0;
            end
        endcase
        end
    assign imm_o = imm_val;
endmodule : igen

===== design/flow/run.sh =====
#!/bin/bash
# OpenROAD 26Q1-2900-gdf79404cd8, Yosys 0.63+post, stock flow scripts
make -C /OpenROAD-flow-scripts/flow DESIGN_CONFIG=/design/flow/config.mk WORK_HOME=/design/flow/orfs finish

===== design/flow/config.mk =====
export PLATFORM = sky130hd
export DESIGN_NAME = decode
export DESIGN_NICKNAME = decode
export VERILOG_FILES = /design/flow/design.v
export SDC_FILE = /design/flow/constraint.sdc
export NUM_CORES = 4
export LEC_CHECK = 1
export CORE_UTILIZATION = 30

===== design/flow/constraint.sdc =====
current_design decode

set clk_period 2.8
set clk_io_pct 0.2

create_clock -name clk0 -period $clk_period [get_ports {clk}]

set non_clock_inputs [all_inputs -no_clocks]
set_input_delay [expr $clk_period * $clk_io_pct] -clock clk0 $non_clock_inputs
set_output_delay [expr $clk_period * $clk_io_pct] -clock clk0 [all_outputs]

==> job_summary.md <==
### Yosys + OpenROAD results

| Metric | Value |
|---|---|
| Status | complete, no violations |
| Layout cells sized above 1 | 0.08585 |
| Fraction of the core area covered by cells at the end of the flow | 0.5577 |
| Die height | 95.14 µm |
| Number of endpoints failing setup at the final stage | 0 |
| FF+latch count, synth | 64 |
| Most frequent cell after synthesis | sky130_fd_sc_hd__dfxtp_1 |
| Initial core utilization | 0.3136 |
| Comb area | 960.9 µm² |
| Fin Hold WS | 0.7520 ns |
| Post-synthesis simple-gate area fraction | 0.2620 |
| Overflow after GRT | 0 |
| Mapped Area | 0.002602 mm² |
| Register area | 0.001287 mm² |
| DP HPWL | 6159 µm |
| Share of Yosys cell area claimed by the top area cell type | 0.4923 |
| Mux area share | 0.003846 |
| Diode insertion count for antenna repair | 0 |
| Max Clock Freq | 379.1 MHz |
| Worst-margin pin slew | 0.6283 ns |
| Number of endpoints with negative hold slack in the final report | 0 |
| Sequential fraction of the synthesis area | 0.4923 |
| Final instance area | 0.004628 mm² |
| Worst slack at placement | 0.2089 ns |
| Arrival time at the worst endpoint | 2.08 ns |
| Via count normalized by instance count | 4.375 |
| First-pass GRT wire length | 11960 µm |
| Number of warnings reported in the yosys synthesis log | 2 |
| Clk Tree Root Cell | sky130_fd_sc_hd__clkbuf_8 |
| Share of synthesized registers carrying an async set or reset | 0 |
| Number of fill cells in the layout | 731 |
| Maximum buffer depth of the clock tree | 2 |
| Vias in the first global route | 2330 |
| DR vias | 2345 |
| Pin count of the biggest net entering global routing | 37 |
| Total Neg Setup Slack | 0 ns |
| Final ANT Viol Nets | 0 |
| CTS H-Tree Depth | 3 |
| Width of the die | 95.14 µm |
| Gate Count Post-Synth | 264 |
| Top cells by instance count after synthesis | sky130_fd_sc_hd__dfxtp_1 (64), sky130_fd_sc_hd__nor2b_1 (62), sky130_fd_sc_hd__buf_4 (38), sky130_fd_sc_hd__nand3_1 (13), sky130_fd_sc_hd__o21ai_0 (11) |
| Chip Area | 0.009052 mm² |
| Dominant cell type by area after synthesis | sky130_fd_sc_hd__dfxtp_1 |
| Flip-flops with a built-in enable | 0 |
| Share of the cycle needed by the critical path after routing | 0.9420 |
| Core area | 0.008299 mm² |
| Kind of end point of the critical path | output port |
| Cell Rows | 33 |
| Top FF cell, synth | sky130_fd_sc_hd__dfxtp_1 |
| Relative slew margins | 0.5812 |
| TritonRoute pass-1 iters | 4 |
| Placed inst area | 0.004395 mm² |
| Count of input and output buffers | 198 |
| CTS clock-pin slew for the worst setup and hold paths | 0.07 ns |
| Final Max Slew Viols | 0 |
| Post-synth area from yosys stat | 0.002602 mm² |
| Layout Cells excl Fill | 536 |
| Number of maximum-capacitance constraint violations | 0 |
| Final min period | 2.638 ns |
| CTS buffer count | 9 |
| Number of logged tool warnings | 25 |
| Antenna violations before repair | 0 |
| Placer's final routability congestion estimate | 0.7968 |
| Power density relative to cell area | 469.4 mW/mm² |
| Synthesized-area fraction occupied by xor and xnor cells | 0.003365 |
| Leak Pwr | 1.769 nW |
| Final wirelength | 7878 µm |
| Clock sinks | 64 |
| Number of DRC markers after the initial detailed-route iteration | 45 |
| Final Total Pwr | 2.172 mW |
| DP Cell Count | 519 |
| Total Routing Usage GR | 0.1793 |
| Distinct cells, synth | 36 |
| Cell area leaders | sky130_fd_sc_hd__dfxtp_1 (49%), sky130_fd_sc_hd__nor2b_1 (15%), sky130_fd_sc_hd__buf_4 (11%) |
| Post-synthesis share of cell area spent on full adders, half adders and majority gates | 0 |
| Max VDD drop | 0.2841 mV |
| Hold-fix buffer count after cts | 0 |
| Worst hold path type | in2reg |
| Critical path required time | 2.24 ns |
| Area fraction in compound gates | 0.1000 |
| Relative area change from synthesis to final layout | 77.84% |
| Post-route DRC | 0 |
| # Cells Yosys | 264 |
| Synth Area per Inst | 9.858 µm² |
| Minimum setup slack in the final design | 0.1623 ns |
| Launching element type of the critical path | flop |
| WS Path Type | reg2out |
| Largest non-sequential cell family by area | simple AND/OR/NAND/NOR gates |
| Setup repair after global routing missed its margin | no |
| Crit Path Max Fanout | 10 |
| CTS tree | built |
| I/O Pins | 199 |
| Routed len/inst | 14.70 µm |
==> per-layer routing <==
metal | track usage | up-vias | part of all wire
met4 | 0.02904 | 0 | 0.014
met2 | 0.2869 | 108 | 0.49
met1 | 0.2345 | 1070 | 0.39
met3 | 0.07380 | 8 | 0.11
li1 | - | 1159 | -
met5 | 0 | - | 0
==> power by group <==
part	leakage [nW]	internal [mW]	total [mW]	switching (mW)
clock	0.101	0.457	0.803	0.346
combinational	1.13	0.279	0.366	0.0869
sequential	0.534	0.961	1.00	0.0431
==> layout make-up <==
class | count | area share
Timing Repair Buffer | 205 | 0.4412
Sequential cell | 64 | 0.2782
Multi-Input combinational cell | 146 | 0.2076
Clock buffer | 11 | 0.03271
Tap cell | 105 | 0.02839
Clock inverter | 5 | 0.01190
==> critical path, cell delays in order, from the launching register on <==
cell and delay, ns:
sky130_fd_sc_hd__dfxtp_2 0.37, sky130_fd_sc_hd__buf_4 0.17, sky130_fd_sc_hd__nor4b_2 0.32, sky130_fd_sc_hd__and2_1 0.26, sky130_fd_sc_hd__o2bb2ai_1 0.13, sky130_fd_sc_hd__clkdlybuf4s50_1 0.50
==> cells by family (layout without fill, tap and decap cells) <==
group           Yosys count  after routing
simple gates            109            109
compound gates           35             35
xor+xnor                  1              1
flops                    64             64
mux                       1              1
buf+inv                  54            221
==> state kept, by name (all words and copies together) (netlist names) <==
name / cells
insn_q: 32
pc_q: 32
==> cell usage in the layout, fill, tap and decap left out, types with 2 or more instances in the layout <==
master,netlist,layout
sky130_fd_sc_hd__nand3_1,13,13
sky130_fd_sc_hd__clkinvlp_4,0,2
sky130_fd_sc_hd__a21oi_1,2,2
sky130_fd_sc_hd__o2bb2ai_1,4,4
sky130_fd_sc_hd__buf_4,38,6
sky130_fd_sc_hd__and4b_1,2,2
sky130_fd_sc_hd__nand4_1,2,2
sky130_fd_sc_hd__nand2_1,6,6
sky130_fd_sc_hd__dfxtp_1,64,59
sky130_fd_sc_hd__clkinv_2,0,2
sky130_fd_sc_hd__nor2b_1,62,62
sky130_fd_sc_hd__and2_1,3,3
sky130_fd_sc_hd__nor2_1,2,2
sky130_fd_sc_hd__nand3b_1,2,2
sky130_fd_sc_hd__a32oi_1,2,2
sky130_fd_sc_hd__or2_2,3,3
sky130_fd_sc_hd__clkdlybuf4s50_1,0,197
sky130_fd_sc_hd__dfxtp_2,0,5
sky130_fd_sc_hd__clkbuf_8,0,11
sky130_fd_sc_hd__nor3b_1,7,7
sky130_fd_sc_hd__a21o_1,9,9
sky130_fd_sc_hd__o21ai_0,11,11
==> what timing repair did <==
| item | 4_1_cts | 5_1_grt |
|---|---|---|
| setup endpoints to repair | 25 | 29 |
| pin swaps | 1 | 1 |
| setup buffers | 1 | 0 |
| resized | 1 | 4 |
==> path summary, 6_finish.rpt <==
| path | slack [ns] | from | cells after the start | end |
|---|---|---|---|---|
| min | 0.75 | rst | 2 | pc_q[22]$_SDFF_PP0_ |
| max | 0.16 | insn_q[2]$_SDFF_PP0_ | 5 | imm_o[4] |
Power is estimated from default activity; no workload was simulated.
